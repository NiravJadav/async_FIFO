===== design/flow/design.v =====
`timescale 1ns / 1ps
module async_FIFO #(parameter WIDTH =8,parameter DEEP =8)
                 (  input wr_clk,
                    input wr_en,
                    input wr_rst_n,
                    input [WIDTH-1:0]wr_data_in,
                    input rd_clk,
                    input rd_en,
                    input rd_rst_n,
                    output reg [WIDTH-1:0]rd_data_out,
                    output reg full,
                    output reg empty);
    wire [2:0]rd_b_ptr;  
    wire [3:0]rd_g_ptr;  
    wire [2:0]wr_b_ptr;  
    wire [3:0]wr_g_ptr;  
    wire [3:0]rd_g_sync_ptr;  
    wire [3:0]wr_g_sync_ptr;  
    wire empty_c,full_c;
    reg [WIDTH-1:0]mem[0:DEEP-1];
    bin_gray_logic rd_cntr(.clk(rd_clk), .en(rd_en), .flag(empty_c), .rst_n(rd_rst_n), .b_cnt(rd_b_ptr), .g_cnt(rd_g_ptr));
    bin_gray_logic wr_cntr(.clk(wr_clk), .en(wr_en), .flag(full_c), .rst_n(wr_rst_n), .b_cnt(wr_b_ptr), .g_cnt(wr_g_ptr));
    nbit_sync rd_sync(.clk(rd_clk), .rst_n(rd_rst_n), .sync_in(wr_g_ptr),.sync_out(wr_g_sync_ptr));
    nbit_sync wr_sync(.clk(wr_clk), .rst_n(wr_rst_n), .sync_in(rd_g_ptr),.sync_out(rd_g_sync_ptr));  
        assign empty_c = (rd_g_ptr==wr_g_sync_ptr);
        always@(negedge rd_clk or negedge rd_rst_n)
            begin
                if(!rd_rst_n)
                    empty <= 1;
                else
                    empty <= empty_c;
            end
        assign full_c = (   (wr_g_ptr[3] != rd_g_sync_ptr[3]) &&
                            (wr_g_ptr[2] != rd_g_sync_ptr[2]) &&
                            (wr_g_ptr[1:0] == rd_g_sync_ptr[1:0]) );
        always@(negedge wr_clk or negedge wr_rst_n)
            begin
                if(!wr_rst_n)
                    full <=0;
                else
                    full <= full_c ;
            end
   always @ (posedge rd_clk)
   begin
   if(rd_en && !empty_c) rd_data_out <= mem[rd_b_ptr];
   else rd_data_out <= 'z;
   end
    always@(posedge wr_clk)
    begin
        if(wr_en && !full_c)
            mem[wr_b_ptr] <= wr_data_in;
    end
endmodule
module bin_gray_logic(  input clk,
                        input en,
                        input flag,
                        input rst_n,
                        output   [2:0]b_cnt,
                        output   [3:0]g_cnt);
                        reg [3:0] cnt;
                      assign b_cnt = {cnt[2:0]};
                      assign g_cnt = {cnt[3],cnt[2]^cnt[3],cnt[2]^cnt[1],cnt[0]^cnt[1]};
                        always @(posedge clk or negedge rst_n)
                        begin
                            if(!rst_n)
                                begin
                                cnt   <=0;
                                end
                            else if (en & !flag)
                                begin
                                cnt <= cnt + 1; 
                                end    
                         end
endmodule
module nbit_sync#(parameter n=4)(input clk,input rst_n,input [n-1:0]sync_in, output reg [n-1:0]sync_out);
reg [n-1:0] ff;
always@(posedge clk or negedge rst_n)
begin
    if(!rst_n) {sync_out,ff} <= 0;
    else        {sync_out,ff} <= {ff,sync_in};
end
endmodule

===== design/flow/run.sh =====
#!/bin/bash
# OpenROAD 26Q1-2900-gdf79404cd8, Yosys 0.63+post, stock flow scripts
make -C /OpenROAD-flow-scripts/flow DESIGN_CONFIG=/design/flow/config.mk WORK_HOME=/design/flow/orfs finish

===== design/flow/config.mk =====
export PLATFORM = sky130hd
export DESIGN_NAME = async_FIFO
export DESIGN_NICKNAME = async_FIFO
export VERILOG_FILES = /design/flow/design.v
export SDC_FILE = /design/flow/constraint.sdc
export NUM_CORES = 4
export LEC_CHECK = 1
export CORE_UTILIZATION = 40

===== design/flow/constraint.sdc =====
current_design async_FIFO

set clk_period 4.5
set clk_io_pct 0.2

create_clock -name clk0 -period $clk_period [get_ports {rd_clk}]
create_clock -name clk1 -period $clk_period [get_ports {wr_clk}]

set non_clock_inputs [all_inputs -no_clocks]
set_input_delay [expr $clk_period * $clk_io_pct] -clock clk0 $non_clock_inputs
set_output_delay [expr $clk_period * $clk_io_pct] -clock clk0 [all_outputs]

==> results.cfg <==
; implementation run metrics
[detailed_routing]
wl_per_cell_um = 17.65
vias_per_cell = 4.952
first_iter_violations = 79
first_pass_iters = 5
wl_um = 5895
n_antenna_cell = 0
route.detailed.drc = 0
postRouteAntennaNets = 0
vias = 1654

[clock_network]
cts_tree = built
cts_resized = 0
clock_sinks = 98
holdBufCountCts = 0
cts.clk_slew.worst_paths_ns = 0.09
cts_setup_buffers = 0

[critical_path]
crit_path_cell_trace = clkdlybuf4s50_1
worstReg2RegEnd = full
worstSetupPathDepth = 1
crit_buf_inv = 1
worstSetupPathType = reg2out
cp-end-kind = output pin
reg2reg_slack_ns = 0.83
worstPathRequired_ns = 3.60
endpoint = empty
startpoint_type = flop
slowest_delay_ns = 0.50
rr_startpoint = wr_cntr.cnt[2]
crit_slowest_cell = dfstp_2
critPathLaunch = empty
critical_path.top_delay_family = flip-flops
arrival_ns = 3.53
crit_fanout = 1
ff2ff_path_depth = 5

[pwr]
pwr-share-seq_pct = 46.1
p_per_area_nw_per_um2 = 667.1
p_int_mw = 2.042
comb_power_share_pct = 31.3
power.leakage_nw = 1.575
p_switching_uw = 838.5
vdd_drop_max_mv = 0.2924
swShare_pct = 29.11
p_clk_share_pct = 22.7

[floorplan]
core_area_um2 = 8848
fp_util_pct = 41.95
chipArea_um2 = 9670
die_w_um = 98.34
chipHeight_um = 98.34
rows = 34
io_pins = 24

[run]
drv_cap = 0
tool_warnings = 30

[final_timing]
finalHoldViolCount = 0
rsz0062_at_grt = no
tightest_slew_ns = 0.3471
hold-worst-slack_ns = 0.3535
setup_viol = 0
slew_violations = 0
tns_ns = 0
relSlewSlack_pct = 76.86
skew_ns = 0.06240

[synthesis]
yosysSeqAreaShare_pct = 73.64
ys_types = 32
syn-cell-area_um2 = 3712
yosys_warnings = 4
netlist_instances = 181
synth_area_per_cell_um2 = 20.51
yosys_area_um2 = 3712
ys_cells = 181
ys.flops = 98

[global_route]
grt_pass1_wl_um = 9487
grt_pass1_vias = 1810
grt_max_degree = 19
grt_util_all_layers_pct = 14.56
antenna_found_initial = 0
grt_overflow_total = 0

[min_path]
worstHoldStart = rd_sync.ff[1]
min_path_type = reg2reg

[finish]
drive_above_1_share_pct = 27.43
lay_top_cells = 64 x edfxtp_1, 24 x dfrtp_1, 22 x clkdlybuf4s50_1, 15 x mux4_2, 12 x clkbuf_8
areaGrowthSynthToFinish_pct = 16.31
mostFrequentLayoutCell = edfxtp_1

[place]
gp_congestion = 0.7334
io_buffers = 22
dpl.hpwl_um = 3589

[outcome]
status = completed
## layer usage
layer,vias to the layer above,track usage [%],routed length [µm]
met4,0,2.985,138
met1,808,21.22,2503
met3,13,6.977,538
li1,770,-,-
met5,-,0,0
met2,63,21.83,2714
## worst min path at each step
stage                                  to  depth (start not counted)
final                 rd_sync.sync_out[1]                          0
after global routing  rd_sync.sync_out[1]                          0
after CTS             wr_sync.sync_out[3]                          0
## logic make-up after synthesis
family                   Yosys count  synth area share, %
AND-OR/OR-AND                      3               0.5730
XOR/XNOR                          15                4.348
adder cells (fa/ha/maj)            7                2.359
buffers and inverters             14                2.663
flip-flops                        98                73.64
multiplexers                      26                12.94
AND/OR/NAND/NOR                   18                3.471
## metrics by stage
step | utilization, % | setup WS [ns] | cell area, µm² | std cells | power [mW]
final | 48.80 | 0.07267 | 4318 | 334 | 2.880
after global routing | 48.80 | 0.01934 | 4318 | 334 | 3.071
after CTS | 48.80 | 0.05762 | 4318 | 334 | 2.928
after detailed placement | 46.00 | 0.4114 | 4070 | 314 | 2.275
after floorplan | - | 0.8765 | 3712 | 181 | 2.020
after global placement | 46.00 | 0.4120 | 4070 | 314 | 2.268
## flip-flops by register name (all words and copies together), names as in the netlist
name,flops
full,1
rd_cntr.cnt,4
empty,1
wr_cntr.cnt,4
wr_sync.ff,4
rd_sync.ff,4
wr_sync.sync_out,4
rd_sync.sync_out,4
rd_data_out,8
mem,64
## final cells by class
cell class,count,area (µm²)
Inverter,6,22.52
Sequential cell,98,2734
Clock inverter,9,86.33
Multi-Input combinational cell,69,879.6
Fill cell,741,4531
Tap cell,108,135.1
Clock buffer,12,165.2
Timing Repair Buffer,32,295.3
## power by group through the flow
| stage | Sequential, mW | Combinational (mW) | Clock (mW) |
|---|---|---|---|
| after CTS | 1.33 | 0.926 | 0.671 |
| after global routing | 1.36 | 1.00 | 0.710 |
| final | 1.33 | 0.900 | 0.653 |
## cells in the mapped netlist
| library cell | instances | area, µm² |
|---|---|---|
| and2_2 | 1 | 7.510 |
| xnor2_1 | 8 | 70.07 |
| nor3b_1 | 3 | 22.52 |
| dfrtp_1 | 24 | 600.6 |
| buf_1 | 1 | 3.750 |
| mux4_1 | 1 | 26.28 |
| clkbuf_8 | 2 | 27.53 |
| o211ai_1 | 1 | 7.510 |
| dfstp_2 | 1 | 26.28 |
| mux2_4 | 1 | 15.01 |
| o311ai_0 | 1 | 8.760 |
| nand2_1 | 2 | 7.510 |
| ha_1 | 7 | 87.58 |
| and3_2 | 2 | 15.01 |
| xnor3_1 | 1 | 22.52 |
| inv_1 | 7 | 26.28 |
| xor2_1 | 5 | 43.79 |
| buf_4 | 1 | 7.510 |
| xor3_2 | 1 | 25.02 |
| dfrtn_1 | 1 | 25.02 |
| mux4_2 | 15 | 337.8 |
| nor3_1 | 2 | 10.01 |
| dfxtp_1 | 8 | 160.2 |
| nor2_1 | 2 | 7.510 |
| nand4_4 | 1 | 21.27 |
| nand2_4 | 1 | 11.26 |
| mux2_2 | 9 | 101.4 |
| edfxtp_1 | 64 | 1922 |
| nand3_1 | 3 | 15.01 |
| and3_4 | 1 | 11.26 |
| o21ai_1 | 1 | 5.000 |
| buf_6 | 3 | 33.78 |
Power figures rest on the tool's default switching activity, not on a simulated workload.
